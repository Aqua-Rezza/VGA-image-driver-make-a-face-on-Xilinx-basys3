[design/flow/config.mk]
export PLATFORM = sky130hd
export DESIGN_NAME = smiley
export DESIGN_NICKNAME = smiley
export VERILOG_FILES = /design/flow/design.v
export SDC_FILE = /design/flow/constraint.sdc
export NUM_CORES = 4
export LEC_CHECK = 1
export CORE_UTILIZATION = 30
[design/flow/constraint.sdc]
current_design smiley

set clk_period 1.0
set clk_io_pct 0.2

create_clock -name clk0 -period $clk_period [get_ports {clk}]

set non_clock_inputs [all_inputs -no_clocks]
set_input_delay [expr $clk_period * $clk_io_pct] -clock clk0 $non_clock_inputs
set_output_delay [expr $clk_period * $clk_io_pct] -clock clk0 [all_outputs]
[design/flow/design.v]
`timescale 1ns / 1ps
module clock_divider(clk_in, clk_out);
input clk_in;
output wire clk_out;
reg [1:0]m;
initial m=0;
always@ (posedge clk_in)
begin
   m<=m+1;
   end
assign clk_out=m[1];
endmodule
`timescale 1ns / 1ps
module smiley(
	input clk,            
	output o_hsync,       
	output o_vsync,	      
	output [3:0] o_red,
	output [3:0] o_blue,
	output [3:0] o_green  
);
	reg [9:0] counter_x = 0;   
	reg [9:0] counter_y = 0;   
	reg [3:0] r_red = 0;
	reg [3:0] r_blue = 0;
	reg [3:0] r_green = 0;
	reg reset = 0;   
	wire clk25MHz;
clock_divider vga(
.clk_in (clk),
.clk_out (clk25MHz)
);
	always @(posedge clk25MHz)   
		begin 
			if (counter_x < 799)
				counter_x <= counter_x + 1;   
			else
				counter_x <= 0;              
		end   
	always @ (posedge clk25MHz)   
		begin 
			if (counter_x == 799)   
				begin
					if (counter_y < 525)   
						counter_y <= counter_y + 1;
					else
						counter_y <= 0;              
				end  
		end  
	assign o_hsync = (counter_x >= 0 && counter_x < 96) ? 1:0;   
	assign o_vsync = (counter_y >= 0 && counter_y < 2) ? 1:0;    
		always @ (posedge clk)
		begin
			if (counter_y < 135)
				begin              
					r_red <= 4'hF;     
					r_blue <= 4'hF;
					r_green <= 4'hF;
				end  
			else if (counter_y >= 135 && counter_y < 205)
				begin 
					if (counter_x < 324)
						begin 
							r_red <= 4'hF;     
							r_blue <= 4'hF;
							r_green <= 4'hF;
						end  
					else if (counter_x >= 324 && counter_x < 604)
						begin 
							r_red <= 4'hF;     
							r_blue <= 4'h0;
							r_green <= 4'hF;
						end  
					else if (counter_x >= 604)
						begin 
							r_red <= 4'hF;     
							r_blue <= 4'hF;
							r_green <= 4'hF;
						end  
					end  
			else if (counter_y >= 205 && counter_y < 217)
				begin 
					if (counter_x < 324)
						begin 
							r_red <= 4'hF;     
							r_blue <= 4'hF;
							r_green <= 4'hF;
						end  
					else if (counter_x >= 324 && counter_x < 371)
						begin 
							r_red <= 4'hF;     
							r_blue <= 4'h0;
							r_green <= 4'hF;
						end  
					else if (counter_x >= 371 && counter_x < 383)
						begin 
							r_red <= 4'h0;     
							r_blue <= 4'h0;
							r_green <= 4'h0;
						end  
					else if (counter_x >= 383 && counter_x < 545)
						begin 
							r_red <= 4'hF;     
							r_blue <= 4'h0;
							r_green <= 4'hF;
						end 
					else if (counter_x >= 545 && counter_x < 557)
						begin 
							r_red <= 4'h0;     
							r_blue <= 4'h0;
							r_green <= 4'h0;
						end  
					else if (counter_x >= 557 && counter_x < 604)
						begin 
							r_red <= 4'hF;     
							r_blue <= 4'h0;
							r_green <= 4'hF;
						end 
					else if (counter_x >= 604)
						begin 
							r_red <= 4'hF;     
							r_blue <= 4'hF;
							r_green <= 4'hF;
						end 
				end  
			else if (counter_y >= 217 && counter_y < 305)
				begin
					if (counter_x < 324)
						begin 
							r_red <= 4'hF;     
							r_blue <= 4'hF;
							r_green <= 4'hF;
						end  
					else if (counter_x >= 324 && counter_x < 604)
						begin 
							r_red <= 4'hF;     
							r_blue <= 4'h0;
							r_green <= 4'hF;
						end  
					else if (counter_x >= 604)
						begin 
							r_red <= 4'hF;     
							r_blue <= 4'hF;
							r_green <= 4'hF;
						end  
				end  
			else if (counter_y >= 305 && counter_y < 310)
				begin
					if (counter_x < 324)
						begin 
							r_red <= 4'hF;     
							r_blue <= 4'hF;
							r_green <= 4'hF;
						end  
					else if (counter_x >= 324 && counter_x < 371)
						begin 
							r_red <= 4'hF;     
							r_blue <= 4'h0;
							r_green <= 4'hF;
						end  
					else if (counter_x >= 371 && counter_x < 557)
						begin 
							r_red <= 4'h0;     
							r_blue <= 4'h0;
							r_green <= 4'h0;
						end  
					else if (counter_x >= 557 && counter_x < 604)
						begin 
							r_red <= 4'hF;     
							r_blue <= 4'h0;
							r_green <= 4'hF;
						end 
					else if (counter_x >= 604)
						begin 
							r_red <= 4'hF;     
							r_blue <= 4'hF;
							r_green <= 4'hF;
						end  
				end  
			else if (counter_y >= 305 && counter_y < 414)
				begin
					if (counter_x < 324)
						begin 
							r_red <= 4'hF;     
							r_blue <= 4'hF;
							r_green <= 4'hF;
						end  
					else if (counter_x >= 324 && counter_x < 604)
						begin 
							r_red <= 4'hF;     
							r_blue <= 4'h0;
							r_green <= 4'hF;
						end  
					else if (counter_x >= 604)
						begin 
							r_red <= 4'hF;     
							r_blue <= 4'hF;
							r_green <= 4'hF;
						end  
				end 
			else if (counter_y <= 414)
				begin              
					r_red <= 4'hF;     
					r_blue <= 4'hF;
					r_green <= 4'hF;
				end  
		end  
	assign o_red = (counter_x > 144 && counter_x <= 783 && counter_y > 35 && counter_y <= 514) ? r_red : 4'h0;
	assign o_blue = (counter_x > 144 && counter_x <= 783 && counter_y > 35 && counter_y <= 514) ? r_blue : 4'h0;
	assign o_green = (counter_x > 144 && counter_x <= 783 && counter_y > 35 && counter_y <= 514) ? r_green : 4'h0;
endmodule  
[design/flow/run.sh]
#!/bin/bash
# OpenROAD 26Q1-2900-gdf79404cd8, Yosys 0.63+post, stock flow scripts
make -C /OpenROAD-flow-scripts/flow DESIGN_CONFIG=/design/flow/config.mk WORK_HOME=/design/flow/orfs finish
==> run notes <==
Figures from the flow reports.

Run:
- The run gives the total number of warnings across the stage logs as 33.
- The run puts the tally of max-capacitance violations at 0.

Layout:
- The run puts the filler cell count at 726.
- Cells with a size suffix above 1 make up around 16% of the layout.
- Cells fill 35.72% of the core in the end.
- Leaving out buffers and inverters, the combinational logic in the layout accounts for between 1000 and 1500 um2.
- The run puts the combined flip-flop and latch cell area at a little under 800 um2.
- The run gives the layout overhead on the synthesized area as 13.07%.

Pwr:
- The clock network is responsible for 43.9% of the overall power.
- The run puts the sequential share of power at 56.1%.
- The run gives the static leakage as 0.9213 nW.
- The internal power of the cells totals 0.8232 mW.
- The run puts the overall power at 0.9941 mW.
- In this run switching power makes up 17.20% of total power.
- The run gives the power per unit of standard cell area as roughly 400 nW/um2.
- The run gives the worst supply voltage drop on vdd as between 0.2 and 0.3 mV.
- The run gives the net switching power figure as roughly 0.17 mW.
- The run gives the fraction of power consumed by combinational cells as 0%.

Logic synthesis:
- For reference, the top cells by area after synthesis are dfxtp_1, edfxtp_1, nor2_1.
- The run puts the fraction of registers with async set/reset at 0%.
- Of the post-synthesis cell area, the dominant cell type holds 22.02%.
- The run gives the post-synthesis cell type count as 58.
- Per the synthesis report, the dominant area consumer among library cells is dfxtp_1.
- In the post-synthesis netlist, the cell with the most instances is nor2_1.
- The run puts the number of enable-type register cells in the synthesized netlist at 10.
- The run puts the yosys synthesis chip area at 2182 um2.
- The run gives the post-synthesis sequential element count as 34.
- The synthesized netlist was found by Yosys to have 259 cells.
- The run gives the number of instances in the synthesized netlist as 259.
- The cell area that synthesis handed to floorplanning was 2182 um2.
- The run puts the number of synthesis warnings at 2.
- For reference, the top cells by count after synthesis are nor2_1, dfxtp_1, nand2_1.
- The run gives the predominant post-synthesis flop cell as dfxtp_1.
- The run puts the synthesized area divided by synthesized cell count at 8.425 um2.
- Summing the sequential cell areas from Yosys gives 35.78% of the chip area.

CTS:
- The run puts the post-CTS clock slew at the launch and capture registers of the worst setup and hold paths at 0.05 ns.
- The run gives the number of H-tree branching levels as 1.
- The run gives the buffer depth of the longest clock path as 2.
- The run puts the clock latency on the worst-skew pair at 0.24 ns.
- Clock tree synthesis inserted a total of 3 buffers.
- The run gives the TritonCTS clock tree as built.
- The run gives the library cell used as clock root buffer as clkbuf_8.

STA:
- The run gives the max-slew violation count as 0.
- The run gives the final hold violation count as 0.
- The run puts the shortest clock period the worst path allows after layout at 1.448 ns.
- The run puts the post-route clock skew at 0.001759 ns.
- The run gives the post-route worst hold slack as 0.3837 ns.
- The run puts the number of endpoints failing setup at the final stage at 16.
- The run gives the highest clock frequency the design can meet as 0.6906 GHz.
- The run gives the share of the cycle needed by the critical path after routing as 144.8%.
- The run puts the smallest setup slack after layout at -0.4480 ns.
- The run puts the number of unconstrained endpoints at 32.
- The run gives the worst relative slew slack as 48.98%.
- For the pin with the worst max-slew slack, the measured transition is 0.7653 ns.
- The run puts the number of register pins that no clock reaches at 20.
- Setup repair after global routing could not meet its margin everywhere.

Status:
- The flow ran to the end, but the final reports show violations.
- The final reports fail on setup timing.

Worst setup path:
- Looking at the critical path, the highest net fanout was 8.
- On the critical path, the stage with the largest delay is an instance of a2111oi_4.
- The run gives the largest stage delay on the critical path as 0.43 ns.
- Looking at the setup timing report, the critical path kind is flop to flop.
- The critical path goes through a21oi_2, o21ai_2, a2111oi_4, o2111ai_4, o21a_1.
- For the worst setup path, the data required time is 1.13 ns.
- The worst setup path is launched from a flop.
- The run puts the critical path arrival at 1.58 ns.
- STA classifies the critical path endpoint as a flop.

Floorplan:
- The run puts the boundary pin count at 15.
- The run puts the number of standard-cell rows in the floorplan at 30.
- The run gives the core box area as 6907 um2.
- The run gives the share of the core filled by cells before placement as a little under a third.
- The run gives the vertical die dimension as 87.29 um.
- The run puts the full die area at roughly 7600 um2.
- The die is 87.29 um wide.

Place:
- After legalization and detailed placement, the total HPWL measured 3.100 mm.
- The run gives the number of I/O port buffers as 14.
- The run puts the post-placement worst setup slack at -0.4650 ns.
- The final weighted congestion recorded by global placement is 0.8783.

Routing:
- The run puts the final wirelength at about 4.4 mm.
- Using the TritonRoute via totals, the vias-per-cell ratio works out to 5.132.
- The run puts the detailed-routing iteration count for the pre-antenna-repair pass at 4.
- The run puts the total DRC errors in the routed layout at 0.
- The routed design shows a wire length per standard cell of about 12 um.
- In this run the remaining antenna-violating nets after routing total 0.
- The detailed router placed 1863 vias in this run.
- The run puts the number of antenna cells inserted at 0.
- The run puts the violation count after the first detailed-route iteration at about 190.

Global routing:
- The number of global-route vias before repair was 1573.
- The initial antenna violation count was 0.
- Across every metal layer, demand over resource in global routing totals 11.87%.
- The run gives the first-pass GRT wire length as 7.307 mm.
- The run gives the remaining global-route overflow as 0.
- The run puts the largest net degree at the start of global routing at 21.

Hold path:
- In this run the worst hold path is classified as flop to flop.
[cells in the final DEF (no fill, tap or decap), types with 6 or more instances in the layout]
cell      count
ha_1          7
nor2_1       39
nand3_1      10
edfxtp_1     10
a21oi_1       9
nand2_1      15
nor3_1        9
inv_1         8
dfxtp_1      14
xnor2_1       9
buf_2         7
o21a_1       10
buf_4         8
dfxtp_2      10
xor2_1        6
o21ai_0       6
and2_1       10
[registers in the layout (all words and copies together), names as in the netlist]
name       cells
r_blue         4
vga.m          2
counter_x     10
r_green        4
r_red          4
counter_y     10
[power groups by stage]
stage	clock network [mW]	registers [mW]	logic, mW
6_report	0.436	0.558	0.000000587
5_1_grt	0.488	0.557	0.000000587
4_1_cts	0.448	0.558	0.000000548
[routing by layer]
| layer | routed length (um) | track usage [%] |
|---|---|---|
| met5 | 0 | 0 |
| met4 | 20 | 1.043 |
| met3 | 167 | 0.8654 |
| met2 | 1913 | 18.47 |
| met1 | 2301 | 19.15 |
[cell families after synthesis]
kind of cell | Yosys count | share of synthesized area (%)
buffers and inverters | 26 | 5.791
DFF | 34 | 35.78
xor gates and xnor gates | 15 | 6.021
AOI/OAI and AO/OA | 63 | 21.62
and+or+nand+nor | 114 | 26.78
adders and majority gates | 7 | 4.014
[worst paths after layout]
path | depth (start not counted) | endpoint | start | slack, ns
max reg2reg | 5 | r_red[3]$_SDFFE_PN1P_ | r_red[2]$_SDFFE_PN1P_ | -0.45
max | 5 | r_red[3]$_SDFFE_PN1P_ | r_red[2]$_SDFFE_PN1P_ | -0.45
min | 1 | vga.m[0]$_DFF_P_ | vga.m[0]$_DFF_P_ | 0.38
min reg2reg | 1 | vga.m[0]$_DFF_P_ | vga.m[0]$_DFF_P_ | 0.38
[worst max-delay path, delay by kind of cell (launching register included)]
kind	cells	cell delay, ns
DFF	1	0.32
AOI/OAI and AO/OA	5	1.02
[stage by stage]
stage                     cells  TNS, ns  cell area, um2
final                       363   -5.413            2467
after global routing        363   -6.799            2467
after CTS                   361   -6.308            2417
after detailed placement    356   -5.551            2385
after global placement      356   -4.804            2385
after floorplan             259   -2.745            2183
[repair_timing]
action,CTS,global route
endpoints found under the setup margin,24,21
gates resized,32,13
cloned,0,0
hold buffers,0,0
pin swaps,0,2
buffers inserted,2,2
[final cells by class]
type,count,area share [%]
Timing Repair Buffer,23,6.846
Inverter,8,1.217
Clock buffer,3,1.673
Sequential cell,34,32.15
Multi-Input combinational cell,199,53.25
Tap cell,96,4.868
Power is estimated from default activity; no workload was simulated.
